==> flow/design.v <==
package alu_opcodes_pkg;
localparam ALU_OP_WIDTH = 5;
localparam ALU_ADD  = 5'b00000;
localparam ALU_SUB  = 5'b01000;
localparam ALU_XOR  = 5'b00100;
localparam ALU_OR   = 5'b00110;
localparam ALU_AND  = 5'b00111;
localparam ALU_SRA  = 5'b01101;
localparam ALU_SRL  = 5'b00101;
localparam ALU_SLL  = 5'b00001;
localparam ALU_LTS  = 5'b11100;
localparam ALU_LTU  = 5'b11110;
localparam ALU_GES  = 5'b11101;
localparam ALU_GEU  = 5'b11111;
localparam ALU_EQ   = 5'b11000;
localparam ALU_NE   = 5'b11001;
localparam ALU_SLTS = 5'b00010;
localparam ALU_SLTU = 5'b00011;
endpackage
package csr_pkg;
  localparam CSR_RW          = 3'b001;
  localparam CSR_RS          = 3'b010;
  localparam CSR_RC          = 3'b011;
  localparam CSR_RWI         = 3'b101;
  localparam CSR_RSI         = 3'b110;
  localparam CSR_RCI         = 3'b111;
  localparam MIE_ADDR        = 12'h304;
  localparam MTVEC_ADDR      = 12'h305;
  localparam MSCRATCH_ADDR   = 12'h340;
  localparam MEPC_ADDR       = 12'h341;
  localparam MCAUSE_ADDR     = 12'h342;
endpackage
module MAIN_MEM 
(
input  logic        clk,
input  logic [31:0] address,
input  logic        request,
input  logic        write,
input  logic [31:0] write_data,
output logic [31:0] async_read_data,
output logic [31:0] sync_read_data
);
localparam v = 256;
logic [31:0] meme [v-1:0];
always_ff @(posedge clk) begin
  if (request) begin
    if (write) begin
      meme[address-1] <= write_data;
    end 
    else begin
      sync_read_data <= meme[address-1];
    end
  end
end
assign async_read_data = meme[address-1];
endmodule
==> flow/run.sh <==
#!/bin/bash
# OpenROAD 26Q1-2900-gdf79404cd8, Yosys 0.63+post, stock flow scripts
make -C /OpenROAD-flow-scripts/flow DESIGN_CONFIG=/design/flow/config.mk WORK_HOME=/design/flow/orfs finish
==> flow/config.mk <==
export PLATFORM = sky130hd
export DESIGN_NAME = MAIN_MEM
export DESIGN_NICKNAME = MAIN_MEM
export VERILOG_FILES = /design/flow/design.v
export SDC_FILE = /design/flow/constraint.sdc
export NUM_CORES = 4
export LEC_CHECK = 1
export CORE_UTILIZATION = 40
export SYNTH_MEMORY_MAX_BITS = 65536
==> flow/constraint.sdc <==
current_design MAIN_MEM

set clk_period 239.0
set clk_io_pct 0.2

create_clock -name clk0 -period $clk_period [get_ports {clk}]

set non_clock_inputs [all_inputs -no_clocks]
set_input_delay [expr $clk_period * $clk_io_pct] -clock clk0 $non_clock_inputs
set_output_delay [expr $clk_period * $clk_io_pct] -clock clk0 [all_outputs]
==> summary.txt <==
Results of the run.

The flow ran to the end, and the final reports show no timing, DRC or antenna violations. The die is roughly 900 um wide. The CTS tree is done.

Listed in order, past its start point the critical path passes clkdlybuf4s50_1 > buf_4 > inv_1 > ha_4 > buf_4 > buf_4 > buf_4 > buf_4 > buf_4 > buf_4 > buf_4 > mux4_2 > a22o_1 > o31ai_1 > a41oi_2 > buf_4 > or4_1 > clkdlybuf4s50_1. Buffers placed on the I/O ports in this run total between 100 and 150. The leftover overflow at the end of global routing is 0. The global-route wire length before repair is 1240000 um. The critical path buffer and inverter count is 12. Grouping stages by cell kind, the critical path spends the most delay in buffers and inverters. The flow reported a cell area power density of around 8.3 mW/mm^2. The maximum count of clock buffers along a single path is 4.

The library cells used most frequently in the layout, excluding fill and tap cells, are sky130_fd_sc_hd__edfxtp_1 (8224), sky130_fd_sc_hd__mux4_2 (2048), sky130_fd_sc_hd__a21boi_0 (1024), sky130_fd_sc_hd__buf_4 (943), sky130_fd_sc_hd__clkbuf_16 (822). The layout overhead on the synthesized area is 15.1%. The floorplan has roughly 330 rows. The die is approximately 890 um tall. The worst flop-to-flop path startpoint is meme[164][6].

The count of placed standard cells including taps is roughly 24000. The detail route stage leaves a number of antenna-violating nets equal to 0. Once layout is complete, the cells apart from fillers number ~26000.

The portion of the post-synthesis area used by sequential elements is between 70% and 80%. The total clock buffers created by CTS is 817. The delay contributed by the slowest stage of the critical path is between 700 and 800 ps. The final period utilization is a little over two fifths. The number of warnings reported in the yosys synthesis log is 1. The placement stage leaves a total instance area of 0.336 sq mm. The critical path is of the primary input to output port type. The total iterations of the first detailed-routing run is 5. For reference, the clock transition at the flip-flops on the worst setup and hold paths is 60 ps. Using the TritonRoute via totals, the vias-per-cell ratio works out to approximately 5.8. In the routed design, unresolved DRC markers number 0.

The post-DP HPWL is ~500000 um. The total track usage is between 20 and 25%. The area of the core is between 0.7 and 0.8 sq mm. The worst hold path was traced through 5 stages. Measured on the finished design, the core utilization comes to between 40% and 50%.

Per the synth log, the flip-flop and latch total comes to between 8000 and 9000. The worst hold path startpoint is meme[149][5]. The cell area after synthesis is 0.316 sq mm.

The mean area per synthesized cell is 23.0 sq um. Per the final layout report, the fraction of cells sized above drive strength 1 comes to between 20% and 30%. The tally of OpenROAD warnings is just under 60. The number of post-CTS setup repair buffers is 0.

The number of hold-slack violations in the final timing report is 0. The maximum fanout along the worst path is around 44. Per the CTS log, the maximum H-tree level is 6. The number of global-route vias before repair is 166000.

Setup repair after global routing left no endpoint under its margin. In the synthesized netlist, the number of instances is between 10000 and 15000. The hold path endpoint is sync_read_data[5]. The total of endpoints with negative setup slack in the final report is 0. The power after layout is ~3 mW.

The number of different library cells used by synthesis comes to 31. The share of the core filled by cells before placement is 40.2%. After synthesis, the cell types taking the most area are sky130_fd_sc_hd__edfxtp_1 (78%), sky130_fd_sc_hd__mux4_2 (15%), sky130_fd_sc_hd__a21boi_0 (2.4%). The final worst setup slack is 133930 ps. The sort of element at the end of the critical path is an output port. In this run the VDD rail shows a maximum IR drop of 9.57 uV. The most frequent logic cell in the layout is sky130_fd_sc_hd__edfxtp_1. The number of gates given a new drive strength after cts is 0.

Setup total negative slack on the finished layout was measured at 0 ps. The wire length per cell after detailed routing is approximately 34 um. The relative slew slack is 27.8%. The number of hold buffers added after CTS was 0.

Data on the critical path is required at its endpoint by approximately 190000 ps. The data arrival time at the worst-slack endpoint is 57270 ps. The maximum frequency from static timing analysis is 0.00952 GHz.

The maximum clock skew at final layout is slightly above 100 ps. Subtracting the final worst setup slack from the clock period gives between 100000 and 150000 ps. The worst-case setup slack after placement is ~130000 ps. The later pin in the worst-skew pair is clocked with a latency of 1170 ps. The CTS log lists the clock sinks for this run as slightly above 8000. The most critical hold endpoint after final layout shows a slack of 1610 ps. According to the floorplan report, the total die area is ~0.79 sq mm. The detailed router's first-iteration violation count is about 9400. STA classifies the critical path startpoint as a primary input. The aggregate routed wire length is 886000 um. The reg-to-reg critical path endpoint is sync_read_data[6]. The depth of the worst register-to-register path is 5. The internal reg-to-reg setup slack is 235230 ps.

The count of max-cap constraint violations is 0. After routing the design area is between 0.3 and 0.4 sq mm. Per the synthesis report, the single largest cell type by area occupies slightly below 80% of cell area. Detailed routing inserted a total of ~150k vias. Summed over all instances, the cell type with the most area after synthesis is sky130_fd_sc_hd__edfxtp_1. The final weighted congestion in routability-driven placement is around 0.87. Counting stages on the worst path, the most repeated cell is sky130_fd_sc_hd__buf_4.

Entering global routing, the biggest net connects about 120 pins. ~130 I/O pins were placed. The slew of the pin with the lowest slew margin is between 1000 and 1500 ps. The initial antenna violation count is just over 70. In this run the static leakage power is about 110 nW.

The type recorded for the worst min-delay path is flip-flop to flip-flop. The cell type of the slowest stage on the worst timing path is sky130_fd_sc_hd__ha_4. Post-synthesis, Yosys gives the total cell area as around 0.32 sq mm. The total cells reported by yosys after synthesis is 13700. The final max-slew violation count recorded for this run is 0. The cell at the root of the clock tree is sky130_fd_sc_hd__clkbuf_16.
-- synthesized netlist by cell type --
| cell type | n |
|---|---|
| sky130_fd_sc_hd__a211o_1 | 2 |
| sky130_fd_sc_hd__a21boi_0 | 1024 |
| sky130_fd_sc_hd__a21oi_1 | 2 |
| sky130_fd_sc_hd__a22o_1 | 512 |
| sky130_fd_sc_hd__a32o_1 | 2 |
| sky130_fd_sc_hd__a41oi_1 | 128 |
| sky130_fd_sc_hd__and3_1 | 4 |
| sky130_fd_sc_hd__buf_1 | 45 |
| sky130_fd_sc_hd__buf_2 | 212 |
| sky130_fd_sc_hd__buf_4 | 2 |
| sky130_fd_sc_hd__buf_6 | 2 |
| sky130_fd_sc_hd__clkbuf_1 | 639 |
| sky130_fd_sc_hd__edfxtp_1 | 8224 |
| sky130_fd_sc_hd__ha_1 | 5 |
| sky130_fd_sc_hd__inv_1 | 3 |
| sky130_fd_sc_hd__mux4_2 | 2048 |
| sky130_fd_sc_hd__nand2_1 | 40 |
| sky130_fd_sc_hd__nand3_1 | 2 |
| sky130_fd_sc_hd__nor2_1 | 261 |
| sky130_fd_sc_hd__nor2b_1 | 3 |
| sky130_fd_sc_hd__nor3_1 | 3 |
| sky130_fd_sc_hd__nor3b_1 | 1 |
| sky130_fd_sc_hd__nor4_1 | 2 |
| sky130_fd_sc_hd__o21ai_0 | 1 |
| sky130_fd_sc_hd__o31a_1 | 1 |
| sky130_fd_sc_hd__o31ai_1 | 513 |
| sky130_fd_sc_hd__or2_2 | 2 |
| sky130_fd_sc_hd__or3_4 | 1 |
| sky130_fd_sc_hd__or4_1 | 33 |
| sky130_fd_sc_hd__xnor2_1 | 3 |
| sky130_fd_sc_hd__xor2_1 | 3 |
-- power by group --
| part | internal [mW] | total (mW) | switching (mW) |
|---|---|---|---|
| Sequential | 1.59 | 1.59 | 0.000464 |
| Clock | 0.701 | 1.25 | 0.546 |
| Combinational | 0.0683 | 0.189 | 0.121 |
| Total | 2.36 | 3.03 | 0.667 |
-- area by class of cell --
type                    instances  area [sq um]
flip-flops and latches       8224        247000
well taps                   10500         13100
inverters                       3          11.3
clock inverters               485          4670
clock buffers                1004         21300
fillers                     63300        422000
diodes                        305           763
repair buffers               1069          8720
multi-input cells            4596         67700
-- worst max path at each step --
| stage | start | cells after the start | to | slack (ps) |
|---|---|---|---|---|
| 6_report | address[1] | 18 | async_read_data[20] | 133930 |
| 5_1_grt | address[1] | 18 | async_read_data[20] | 133800 |
| 4_1_cts | address[1] | 18 | async_read_data[20] | 133990 |
-- sequential cells by signal (all words and copies together), names as in the netlist --
name            flops
sync_read_data     32
meme             8192
-- routing by layer --
layer | global-route usage (%) | vias to the layer above | wire (um)
met5 | 2.36 | - | 2470
met4 | 8.01 | 74 | 37800
met3 | 23.4 | 1461 | 190000
met2 | 34.2 | 10700 | 400000
met1 | 26.7 | 76900 | 256000
li1 | - | 61700 | -
-- kinds of logic after synthesis --
kind of cell | share of synthesized area [%]
DFF | 78.3
muxes | 14.6
AOI/OAI and AO/OA | 5.45
buffers and inverters | 1.17
xor gates and xnor gates | 0.0167
and+or+nand+nor | 0.472
adders and majority gates | 0.0198
-- worst min-delay path, cell delays in order, from the launching register on --
cell                       delay (ps)
sky130_fd_sc_hd__edfxtp_1         310
sky130_fd_sc_hd__mux4_2           220
sky130_fd_sc_hd__a22o_1           130
sky130_fd_sc_hd__o31ai_1           60
sky130_fd_sc_hd__a41oi_1          320
sky130_fd_sc_hd__or4_1            380
Power is estimated from default activity; no workload was simulated.
