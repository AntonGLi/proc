--- /design/flow/design.v ---
package alu_opcodes_pkg;
localparam ALU_OP_WIDTH = 5;
localparam ALU_ADD  = 5'b00000;
localparam ALU_SUB  = 5'b01000;
localparam ALU_XOR  = 5'b00100;
localparam ALU_OR   = 5'b00110;
localparam ALU_AND  = 5'b00111;
localparam ALU_SRA  = 5'b01101;
localparam ALU_SRL  = 5'b00101;
localparam ALU_SLL  = 5'b00001;
localparam ALU_LTS  = 5'b11100;
localparam ALU_LTU  = 5'b11110;
localparam ALU_GES  = 5'b11101;
localparam ALU_GEU  = 5'b11111;
localparam ALU_EQ   = 5'b11000;
localparam ALU_NE   = 5'b11001;
localparam ALU_SLTS = 5'b00010;
localparam ALU_SLTU = 5'b00011;
endpackage
package csr_pkg;
  localparam CSR_RW          = 3'b001;
  localparam CSR_RS          = 3'b010;
  localparam CSR_RC          = 3'b011;
  localparam CSR_RWI         = 3'b101;
  localparam CSR_RSI         = 3'b110;
  localparam CSR_RCI         = 3'b111;
  localparam MIE_ADDR        = 12'h304;
  localparam MTVEC_ADDR      = 12'h305;
  localparam MSCRATCH_ADDR   = 12'h340;
  localparam MEPC_ADDR       = 12'h341;
  localparam MCAUSE_ADDR     = 12'h342;
endpackage
module ALU (
  input [4:0] Upr_ALU,
  input [31:0] A,
  input [31:0] B,
  output C,
  output [31:0] Out_ALU
);
parameter ADD   = 5'b00000;
parameter SUB   = 5'b01000;
parameter SLL   = 5'b00001;
parameter SLTS  = 5'b00010;
parameter SLTU  = 5'b00011;
parameter XOR   = 5'b00100;
parameter SRL   = 5'b00101;
parameter SRA   = 5'b01101;
parameter OR    = 5'b00110;
parameter AND   = 5'b00111;
parameter EQ    = 5'b11000;
parameter NE    = 5'b11001;
parameter LTS   = 5'b11100;
parameter GES   = 5'b11101;
parameter LTU   = 5'b11110;
parameter GEU   = 5'b11111;
wire [31:0] out_or;
wire [31:0] out_and;
wire [31:0] out_add;
wire [31:0] out_sub;
wire [31:0] out_xor;
wire [31:0] out_sll;
wire [31:0] out_slts;
wire [31:0] out_sltu;
wire [31:0] out_srl;
wire [31:0] out_sra;
wire out_A_menshe_B_zn;
wire out_A_ne_menshe_B_zn;
wire out_A_menshe_B;
wire out_A_ne_menshe_B;
wire out_equal;
wire out_notequal;
assign out_A_ne_menshe_B_zn = ~out_A_menshe_B_zn;
assign out_A_ne_menshe_B = ~out_A_menshe_B;
assign out_equal = (A==B) ? 1'b1 : 1'b0;
assign out_A_menshe_B = (A<B) ? 1'b1 : 1'b0;
assign out_notequal = ~out_equal;
assign out_add = A+B;
assign out_sub = A-B;
assign out_sll = A << B;
assign out_slts = out_A_menshe_B_zn;
assign out_sltu = out_A_menshe_B;
assign out_srl = A >> B;
assign out_sra = A >>>B;
assign Out_ALU = (Upr_ALU == ADD) ? out_add:
            (Upr_ALU == SUB) ? out_sub:
            (Upr_ALU == SLL) ? out_sll:
            (Upr_ALU == SLTS) ? out_slts:
            (Upr_ALU == SLTU) ? out_sltu:
            (Upr_ALU == XOR) ? out_xor:
            (Upr_ALU == SRL) ? out_srl: 
            (Upr_ALU == SRA) ? out_sra:
            (Upr_ALU == OR) ? out_or:
            (Upr_ALU == AND) ? out_and:32'b0;
assign C = (Upr_ALU == EQ) ? out_equal:
        (Upr_ALU == NE) ? out_notequal:
        (Upr_ALU == LTS) ? out_A_menshe_B:
        (Upr_ALU == GES) ? out_A_ne_menshe_B:
        (Upr_ALU == LTU) ? out_A_menshe_B_zn:
        (Upr_ALU == GEU) ? out_A_ne_menshe_B_zn:1'b0;
or_32_b or_ALU (
  .A(A),
  .B(B),
  .out_or(out_or)
);
and_32_b and_ALU (
  .A(A),
  .B(B),
  .out_and(out_and)
);
assign out_xor = A ^ B;
comp_menshe zn_comp (
  .A(A),
  .B(B),
  .out(out_A_menshe_B_zn)
);      
endmodule
module and_32_b (
input [31:0] A,
  input [31:0] B,
  output [31:0] out_and
);
assign out_and = A & B;
endmodule
module comp_menshe (
  input [31:0] A,
  input [31:0] B,
  output out
);
wire [31:0] S;
assign S = A-B;
assign out = (A[31] & ~B[31]) | (~A[31] & ~B[31] & S[31]) | (A[31] & B[31] & S[31]);
endmodule
module or_32_b (
  input [31:0] A,
  input [31:0] B,
  output [31:0] out_or
);
assign out_or = A | B;
endmodule
module mux32x3 (
input  logic [31:0] in0,
input  logic [31:0] in1,
input  logic [31:0] in2,
input  logic [01:0] sel,
output logic [31:0] out
);
always_comb begin
  case(sel)
    2'd0: out = in0;
    2'd1: out = in1;
    2'd2: out = in2;
    default: out = '0;
  endcase
end
endmodule
module mux32x5 (
input  logic [31:0] in0,
input  logic [31:0] in1,
input  logic [31:0] in2,
input  logic [31:0] in3,
input  logic [31:0] in4,
input  logic [02:0] sel,
output logic [31:0] out
);
always_comb begin
  case(sel)
    3'd0: out = in0;
    3'd1: out = in1;
    3'd2: out = in2;
    3'd3: out = in3;
    3'd4: out = in4;
    default: out = '0;
  endcase
end
endmodule
module core (
input  logic         clk_i,
input  logic         rst_i,
input  logic [31:0] instr_i,
output logic [31:0] instr_addr_o,
input  logic [31:0] mem_rd_i,
output logic [31:0] mem_wd_o,
output logic [31:0] mem_addr_o,
output logic [04:0] memi_o,
output logic        mem_we_o
);
logic [31:0] pc;
logic [31:0] pc_next;
logic pc_en;
always_ff @(posedge clk_i) begin
  if (rst_i) begin
    pc <= '0;
  end else begin
    if (pc_en) begin
      pc <= pc_next;
    end
  end
end
assign instr_addr_o = pc;
logic [31:0] fetched_instr;
assign fetched_instr = instr_i;
logic [11:0] cI;
logic [11:0] cS;
logic [12:0] cB;
logic [20:0] cJ;
logic [19:0] cU;
logic [31:0] I;
logic [31:0] S;
logic [31:0] B;
logic [31:0] J;
logic [31:0] U;
assign cI =   fetched_instr[31:20];
assign cS = {
              fetched_instr[31:25], 
              fetched_instr[11:7]
            };
assign cB = {
              fetched_instr[31], 
              fetched_instr[7], 
              fetched_instr[30:25], 
              fetched_instr[11:8], 
              1'b0
            };
assign cJ = {
              fetched_instr[31], 
              fetched_instr[19:12], 
              fetched_instr[20], 
              fetched_instr[30:21], 
              1'b0
            };
assign cU =   fetched_instr[31:12];
assign  I = {{20{cI[11]}}, cI};
assign  S = {{20{cS[11]}}, cS};
assign  B = {{19{cB[12]}}, cB};
assign  J = {{11{cJ[20]}}, cJ};
assign  U = {cU, 12'b0};
logic [1:0]   a_sel;
logic [2:0]   b_sel;
logic [4:0]   alu_oper;
logic [2:0]   csr_oper;
logic         csr_we;
logic         mem_we;
logic         gpr_we;
logic [1:0]   wb_sel;
logic         illegal_instr;
logic         branch;
logic         jal;
logic         jalr;
logic         mret;
logic [4:0]   memi;
assign memi_o     = memi;
assign mem_we_o   = mem_we;
assign pc_en      = illegal_instr;
logic [6:0]  opcode;
logic [2:0]  func3;
logic [6:0]  func7;
assign opcode     = fetched_instr[6:0];
assign func3      = fetched_instr[14:12];
assign func7      = fetched_instr[31:25];
Decoder_R dc2 (
  .opcode(opcode),
  .func3(func3),
  .func7(func7),
  .jalr(jalr),
  .enpc(illegal_instr),
  .jal(jal),
  .b(branch),
  .ws(wb_sel[0]),
  .memi(memi),
  .mwe(mem_we),
  .rfwe(gpr_we),
  .aop(alu_oper),
  .srcB(b_sel),
  .srcA(a_sel)
);
logic [4:0]   ra1; 
logic [4:0]   ra2; 
logic [4:0]   wa; 
logic         we; 
logic [31:0]  wdata; 
logic [31:0]  rd1; 
logic [31:0]  rd2;
assign we  = gpr_we;
assign ra1 = fetched_instr[19:15];
assign ra2 = fetched_instr[24:20];
assign wa  = fetched_instr[11:7];
assign mem_wd_o = rd2;
REG_FILE meme1 (
  .clk(clk_i),
  .WE(we),
  .WA(wa),
  .WD(wdata),
  .RA1(ra1),
  .RA2(ra2),
  .RD1(rd1),
  .RD2(rd2)
);
logic [31:0]  alu_a;
logic [31:0]  alu_b;
logic [31:0]  alu_res;
logic         flag;
assign mem_addr_o = alu_res;
mux32x3 mux_selA(
  .in0(rd1),
  .in1(pc),
  .in2('0),
  .sel(a_sel),
  .out(alu_a)
);
mux32x5 mux_selB(
  .in0(rd2),
  .in1(I),
  .in2(U),
  .in3(S),
  .in4(32'd4),
  .sel(b_sel),
  .out(alu_b)
);
ALU alu1 (
  .A(alu_a),
  .B(alu_b),
  .Upr_ALU(alu_oper),
  .C(flag),
  .Out_ALU(alu_res)
);
mux2 mux_regWD(
  .a_1(mem_rd_i),
  .b_0(alu_res),
  .sel(wb_sel[0]),
  .c(wdata)
);
logic [31:0]  I_addr;
logic [31:0]  bj;
logic [31:0]  bj4;
logic [31:0]  bj4_addr;
logic         bj_sel;
logic         bj4_sel;
assign I_addr   = rd1 + I;
assign bj4_addr = bj4 + pc;
assign bj_sel   = branch;
assign bj4_sel  = jal | (flag & branch);
mux2 mux_bj (
  .a_1(B),
  .b_0(J),
  .sel(bj_sel),
  .c(bj)
);
mux2 mux_bj4 (
  .a_1(bj),
  .b_0(32'd4),
  .sel(bj4_sel),
  .c(bj4)
);
mux2 mux_pc_next (
  .a_1(I_addr),
  .b_0(bj4_addr),
  .sel(jalr),
  .c(pc_next)
);
endmodule
module mux2 (
input logic  [31:0] a_1,
input logic  [31:0] b_0,
input logic         sel,
output logic [31:0] c
);
assign c = sel ? a_1:b_0;
endmodule
module Decoder_R (
	input [6:0] opcode,
	input [2:0] func3,
	input [6:0] func7,
	output jalr,
	output enpc,
	output jal,
	output b,
	output ws,
	output [4:0] memi,
	output mwe,
	output rfwe,
	output [4:0] aop,
	output [2:0] srcB,
	output [1:0] srcA
);
parameter opcode_R = 7'd51;
parameter opcode_I_1 = 7'd19;
parameter opcode_I_2 = 7'd3;
parameter opcode_I_3 = 7'd103;
parameter opcode_S = 7'd35;
parameter opcode_B= 7'd99;
parameter opcode_J = 7'd111;
parameter opcode_U_lui = 7'd55;
parameter opcode_U_auipc = 7'd23;
wire [31:0] ZAT;	 
assign ZAT = 32'd0;
assign srcA = (opcode == opcode_R) ? 2'd0 :
				  (opcode == opcode_I_1) ? 2'd0 :
				  (opcode == opcode_I_2) ? 2'd0 : 
				  (opcode == opcode_I_3) ? 2'd1 :
				  (opcode == opcode_S) ? 2'd0 :
				  (opcode == opcode_B) ? 2'd0 :
				  (opcode == opcode_J) ? 2'd1 :
				  (opcode == opcode_U_lui) ? 2'd2 :
				  (opcode == opcode_U_auipc) ? 2'd1 : ZAT[1:0];
assign srcB = (opcode == opcode_R) ? 3'd0 :
				  (opcode == opcode_I_1) ? 3'd1 : 
				  (opcode == opcode_I_2) ? 3'd1 :
				  (opcode == opcode_I_3) ? 3'd4 :
				  (opcode == opcode_S) ? 3'd3 :
				  (opcode == opcode_B) ? 3'd0 :
				  (opcode == opcode_J) ? 3'd4 :
				  ((opcode == opcode_U_lui) |(opcode == opcode_U_auipc))  ? 3'd2 : ZAT[2:0];
assign memi = (opcode == opcode_R) ? 5'd0 :
				  (opcode == opcode_I_1) ? 5'd0 :
				  (opcode == opcode_I_2) ? {func3, 1'b0, 1'b1} :  
				  (opcode == opcode_I_3) ? 5'd0 :
				  (opcode == opcode_S) ? {func3, 1'b1, 1'b0} :  
				  (opcode == opcode_B) ? 5'd0 :
				  (opcode == opcode_J) ? 5'd0 : 
				  ((opcode == opcode_U_lui) |(opcode == opcode_U_auipc))  ? 5'd0 : ZAT[4:0];
assign aop = (opcode == opcode_R) ? {func7[6:5], func3} :
				 (opcode == opcode_I_1) ? {2'd0, func3} :
				 (opcode == opcode_I_2) ? 5'd0 :   
				 (opcode == opcode_I_3) ? 5'd0 :
				 (opcode == opcode_S) ? 5'd0 :
				 (opcode == opcode_B) ? {2'd3, func3} : 
				 (opcode == opcode_J) ? 5'd0 :
				 ((opcode == opcode_U_lui) |(opcode == opcode_U_auipc))  ? 5'd0 : ZAT[4:0];
assign enpc = (opcode == opcode_R) ? 1'd1 :
				  (opcode == opcode_I_1) ? 1'd1 :
				  (opcode == opcode_I_2) ? 1'd1 :
				  (opcode == opcode_I_3) ? 1'd1 :
				  (opcode == opcode_S) ? 1'd1 :
				  (opcode == opcode_B) ? 1'd1 :
				  (opcode == opcode_J) ? 1'd1 :
				  ((opcode == opcode_U_lui) |(opcode == opcode_U_auipc))  ? 1'd1 : ZAT[0];
assign ws = (opcode == opcode_R) ? 1'd0 : 
				(opcode == opcode_I_1) ? 1'd0 :
				(opcode == opcode_I_2) ? 1'd1 :
				(opcode == opcode_I_3) ? 1'd0 :
				(opcode == opcode_S) ? 1'd1 : 
				(opcode == opcode_B) ? 1'd0 : 
				(opcode == opcode_J) ? 1'd0 :
				((opcode == opcode_U_lui) |(opcode == opcode_U_auipc))  ? 1'd0 : ZAT[0];
assign mwe = (opcode == opcode_R) ? 1'd0 :
				 (opcode == opcode_I_1) ? 1'd0 :
				 (opcode == opcode_I_2) ? 1'd0 :  
				 (opcode == opcode_I_3) ? 1'd0 :
				 (opcode == opcode_S) ? 1'd1 :
				 (opcode == opcode_B) ? 1'd0 :
				 (opcode == opcode_J) ? 1'd0 :
				 ((opcode == opcode_U_lui) |(opcode == opcode_U_auipc))  ? 1'd0 : ZAT[0];
assign rfwe = (opcode == opcode_R) ? 1'd1 :
				  (opcode == opcode_I_1) ? 1'd1 :
				  (opcode == opcode_I_2) ? 1'd1 :
				  (opcode == opcode_I_3) ? 1'd1 :
				  (opcode == opcode_S) ? 1'd0 :
				  (opcode == opcode_B) ? 1'd0 :
				  (opcode == opcode_J) ? 1'd1 : 
				  ((opcode == opcode_U_lui) |(opcode == opcode_U_auipc))  ? 1'd1 : ZAT[0];
assign jalr = (opcode == opcode_R) ? 1'd0 :
				  (opcode == opcode_I_1) ? 1'd0 :
				  (opcode == opcode_I_2) ? 1'd0 :
				  (opcode == opcode_I_3) ? 1'd1 :
				  (opcode == opcode_S) ? 1'd0 :
				  (opcode == opcode_B) ? 1'd0 :
				  (opcode == opcode_J) ? 1'd0 :
				  ((opcode == opcode_U_lui) |(opcode == opcode_U_auipc))  ? 1'd0 : ZAT[0];
assign jal = (opcode == opcode_R) ? 1'd0 :
				 (opcode == opcode_I_1) ? 1'd0 :
				 (opcode == opcode_I_2) ? 1'd0 :
				 (opcode == opcode_I_3) ? 1'd0 :
				 (opcode == opcode_S) ? 1'd0 :
				 (opcode == opcode_B) ? 1'd0 :
				 (opcode == opcode_J) ? 1'd1 :
				 ((opcode == opcode_U_lui) |(opcode == opcode_U_auipc))  ? 1'd0 : ZAT[0];
assign b = (opcode == opcode_R) ? 1'd0 :
			  (opcode == opcode_I_1) ? 1'd0 :
			  (opcode == opcode_I_2) ? 1'd0 :
			  (opcode == opcode_I_3) ? 1'd0 :
			  (opcode == opcode_S) ? 1'd0 :
			  (opcode == opcode_B) ? 1'd1 : 
			  (opcode == opcode_J) ? 1'd0 :
			  ((opcode == opcode_U_lui) |(opcode == opcode_U_auipc))  ? 1'd0 : ZAT[0];
endmodule
module REG_FILE (
input clk,
input WE,              
input [4:0] WA,        
input [31:0] WD,       
input [4:0] RA1,       
input [4:0] RA2,       
output [31:0] RD1,     
output [31:0] RD2      
);
logic [31:0] register [0:31];
always @(posedge clk) begin
  if (WE)
    register[WA] <= WD;
end
assign RD1 = (RA1 == 5'b0) ? 32'b0 : register[RA1];
assign RD2 = (RA2 == 5'b0) ? 32'b0 : register[RA2];
endmodule
--- /design/flow/run.sh ---
#!/bin/bash
# OpenROAD 26Q1-2900-gdf79404cd8, Yosys 0.63+post, stock flow scripts
make -C /OpenROAD-flow-scripts/flow DESIGN_CONFIG=/design/flow/config.mk WORK_HOME=/design/flow/orfs finish
--- /design/flow/config.mk ---
export PLATFORM = sky130hd
export DESIGN_NAME = core
export DESIGN_NICKNAME = core
export VERILOG_FILES = /design/flow/design.v
export SDC_FILE = /design/flow/constraint.sdc
export NUM_CORES = 4
export LEC_CHECK = 1
export CORE_UTILIZATION = 40
--- /design/flow/constraint.sdc ---
current_design core

set clk_period 24.3
set clk_io_pct 0.2

create_clock -name clk0 -period $clk_period [get_ports {clk_i}]

set non_clock_inputs [all_inputs -no_clocks]
set_input_delay [expr $clk_period * $clk_io_pct] -clock clk0 $non_clock_inputs
set_output_delay [expr $clk_period * $clk_io_pct] -clock clk0 [all_outputs]
==> results_slide.txt <==
Synthesis and Place & Route Summary

Layout
  – Most frequent cells in the layout: edfxtp_1 (1024), mux2i_1 (654), buf_4 (284)
  – Most frequent logic cell in the layout: edfxtp_1
  – Layout cells sized above 1: around 17%
  – Layout Cells excl Fill: 7383
  – Layout area overhead: 13.6%
  – Post-Route Utilization: 45.8%

STA
  – Slew margin rel.: approximately an eighth
  – Slew @ Worst Pin: 1.31 ns
  – Tmin final: 18.93 ns
  – Max Fclk: 0.0528 GHz
  – Final Hold Viols: 0
  – RSZ-0062 raised after global routing: false
  – # setup viols final: 0
  – Setup tns final: 0 ns
  – Clock skew: 0.0780 ns
  – Fin crit share: 77.9%
  – Slew Viols, Final: 0

Drt
  – Met2 wire len: 120000 um
  – Vias: between 40000 and 50000
  – Detailed Route WL: roughly 280000 um
  – ANT nets after route: 0
  – Top Layer Used: met5
  – Met1 wire length: 91800 um
  – Vias per inst: 6.64
  – Detailed-route DRC error count: 0
  – First-iteration detailed-routing DRC count: 4046
  – DRT Pass-1 Iters: 6
  – Wire per inst: 38.1 um
  – Met3 routed WL: ~47000 um

Floorplanning
  – Initial core utilization: approximately 40%
  – Die width: 399 um
  – Die height: 399 um
  – Die Footprint: 160000 um^2
  – I/O Pins: 168
  – # rows: between 100 and 150
  – Core area: about 160000 um^2

Power and ir drop
  – Clock power frac: 31.2%
  – Comb power frac: between 20 and 30%
  – Net Sw Frac: 33.2%
  – Worst vdd ir: around 65 uV
  – LEAKAGE: 25.7 nW
  – Pwr dens: 77.4 nW/um^2
  – Switching Power: 1.84 mW
  – Total power: 5.56 mW
  – Flop pwr share: about two fifths
  – Power Internal: 3.71 mW

Critical path
  – R2r startpoint: meme1.register[29][17]
  – Top delay family on crit path: AND-OR/OR-AND gates
  – Crit-path slowest cell: buf_4
  – Buffers plus inverters on the worst setup path: 6
  – WS Path Type: in2out
  – Crit path largest cell delay: 0.66 ns
  – Crit path top cell by count: a21oi_1
  – Setup crit end kind: output pin
  – CP startpoint kind: input port
  – Worst r2r path cells: 39
  – Req. time, crit path: between 15 and 20 ns
  – Worst reg2reg setup slack: 13.28 ns
  – Worst-path maximum fanout: 64
  – Arr. time, crit path: 14.07 ns
  – RR Endpoint: pc[31]

Place
  – IO buf count: 167
  – DP Cell Count: 7168
  – Placer's final routability congestion estimate: between 1 and 1.5
  – Post-DP HPWL: 197000 um

Clocking
  – Max clock buf depth: 3
  – Post-CTS Hold Fix Bufs: 0
  – Post-CTS Setup Bufs: 0
  – TritonCTS buffer count: 110
  – Root Buffer: clkbuf_16
  – Clock Pin Slew Worst Setup and Hold Paths: about 0.060 ns
  – Clock sink total: 1056
  – CTS tree: yes
  – CTS-repair resized insts: 0
  – Skew-Pair Late Insertion Delay: 0.78 ns
  – H-tree levels: 3

Logic synthesis
  – Seq cells post-synth: 1056
  – Cell Type Count: roughly 110
  – Compound-Gate Fraction of Synth Area: between 10% and 20%
  – AND/OR/NAND/NOR Cells, Area Fraction: approximately 7.7%
  – Post-synth EDFFs: 1024
  – Top non-seq family: multiplexers
  – Post-synth top area cell: edfxtp_1
  – Yosys chip area: 63200 um^2
  – Area fraction in mux cells: 20.3%
  – Adder-Cell Fraction of Synth Area: 3.27%
  – Cell area leaders: edfxtp_1 (49%), mux2i_1 (10%), mux4_2 (8.4%)
  – Asr flop ratio synth: 0%
  – Cells after Synth: just over 5000
  – Dominant Register Cell: edfxtp_1
  – Xor+xnor area frac: between 1 and 1.5%
  – Sequential area share after synthesis: between 40% and 50%
  – Mapped Area: between 60000 and 70000 um^2
  – # Cells Yosys: a little over 5000
  – Yosys top cell area share: 48.7%
  – Synthesized area per cell: 12.6 um^2
  – Synth warnings: 4

Min path
  – HP Start: pc[1]
  – Hold Crit Endpoint: pc[1]
  – HP Class: reg2reg
  – Worst hold stages: 2

Flow run
  – Log Warnings: 90
  – Max-cap violation count: 0

Global route
  – Largest net degree at the start of global routing: 92
  – Vias in the first global route: 49100
  – Initial antenna violation count: 13
  – GRT Residual Overflow: 0
  – First-pass GRT wire length: 385000 um
  – Total track usage: 37.6%

Run status
  – Run status: completed
==> power by group through the flow <==
stage	logic, mW	registers (mW)	clock network [mW]
4_1_cts	1.50	2.27	1.75
5_1_grt	1.62	2.28	1.81
6_report	1.55	2.28	1.73
==> stage by stage <==
step / hold WS [ns] / area (um^2) / setup slack, ns
after floorplan: 0.437 / 63200 / 9.04
after global placement: 0.594 / 68000 / 5.42
after detailed placement: 0.607 / 68100 / 5.51
after CTS: 0.612 / 71700 / 5.49
after global routing: 0.629 / 71800 / 4.91
final: 0.610 / 71800 / 5.37
==> final cells by class <==
type | instances | area [um^2]
antenna | 8 | 20.0
clock buffer | 129 | 2850
clock inverter | 77 | 850
fill | 13800 | 84800
inverter | 119 | 447
multi-input combinational | 3483 | 29800
sequential | 1056 | 31400
tap | 2058 | 2570
timing repair buffer | 453 | 3850
==> logic make-up after synthesis <==
kind of cell / count (synthesis)
compound gates: 1265
flops: 1056
simple gates: 1007
mux: 975
buf+inv: 494
fa+ha+maj: 162
xor+xnor: 74
==> registers in the layout (all words and copies together) (netlist names) <==
name            flops
pc                 32
meme1.register   1024
==> worst max-delay path by stage <==
| stage | startpoint | to | slack, ns | cells past startpoint |
|---|---|---|---|---|
| CTS | instr_i[20] | mem_addr_o[0] | 5.49 | 29 |
| finish | instr_i[20] | mem_addr_o[0] | 5.37 | 29 |
| global route | instr_i[20] | mem_addr_o[0] | 4.91 | 29 |
==> worst reg2reg max path, delay by kind of cell (launching register included) <==
kind	cells	cell delay, ns
DFF	1	0.38
xor gates and xnor gates	2	0.18
buffers and inverters	2	0.35
and+or+nand+nor	10	2.29
muxes	1	0.47
adders and majority gates	4	0.98
AOI/OAI and AO/OA	20	6.27
==> Yosys cell counts (all sizes together) (21+ instances only) <==
| cell | instances |
|---|---|
| o211ai | 31 |
| edfxtp | 1024 |
| mux2 | 83 |
| o21ai | 131 |
| a22o | 25 |
| o21a | 27 |
| dfxtp | 32 |
| and2 | 37 |
| nor2 | 299 |
| nor4 | 43 |
| o21bai | 24 |
| a21oi | 236 |
| nand2 | 242 |
| nand4 | 23 |
| xnor2 | 49 |
| mux4 | 238 |
| xor2 | 25 |
| a22oi | 180 |
| mux2i | 654 |
| a211oi | 74 |
| nand3 | 114 |
| buf | 211 |
| nor3 | 80 |
| nor2b | 31 |
| o221ai | 38 |
| inv | 119 |
| a31oi | 61 |
| o22ai | 156 |
| a2111oi | 21 |
| and3 | 26 |
| a21o | 48 |
| clkbuf | 164 |
| a221oi | 33 |
| ha | 157 |
| nand2b | 26 |
==> metal layers <==
metal	track usage [%]	up-vias
met5	6.36	-
met4	21.7	40
met3	25.0	829
met2	51.9	3650
met1	43.7	24000
li1	-	20600
Power is estimated from default activity; no workload was simulated.
