### flow/run.sh
#!/bin/bash
# OpenROAD 26Q1-2900-gdf79404cd8, Yosys 0.63+post, stock flow scripts
make -C /OpenROAD-flow-scripts/flow DESIGN_CONFIG=/design/flow/config.mk WORK_HOME=/design/flow/orfs finish
### flow/design.v
package alu_opcodes_pkg;
localparam ALU_OP_WIDTH = 5;
localparam ALU_ADD  = 5'b00000;
localparam ALU_SUB  = 5'b01000;
localparam ALU_XOR  = 5'b00100;
localparam ALU_OR   = 5'b00110;
localparam ALU_AND  = 5'b00111;
localparam ALU_SRA  = 5'b01101;
localparam ALU_SRL  = 5'b00101;
localparam ALU_SLL  = 5'b00001;
localparam ALU_LTS  = 5'b11100;
localparam ALU_LTU  = 5'b11110;
localparam ALU_GES  = 5'b11101;
localparam ALU_GEU  = 5'b11111;
localparam ALU_EQ   = 5'b11000;
localparam ALU_NE   = 5'b11001;
localparam ALU_SLTS = 5'b00010;
localparam ALU_SLTU = 5'b00011;
endpackage
package csr_pkg;
  localparam CSR_RW          = 3'b001;
  localparam CSR_RS          = 3'b010;
  localparam CSR_RC          = 3'b011;
  localparam CSR_RWI         = 3'b101;
  localparam CSR_RSI         = 3'b110;
  localparam CSR_RCI         = 3'b111;
  localparam MIE_ADDR        = 12'h304;
  localparam MTVEC_ADDR      = 12'h305;
  localparam MSCRATCH_ADDR   = 12'h340;
  localparam MEPC_ADDR       = 12'h341;
  localparam MCAUSE_ADDR     = 12'h342;
endpackage
module data_mem(
	input [4:0] memi,
	input [31:0] data,
	input [31:0] upr_in, 
	output reg [31:0] out,
	input clk,
	input WrEn
);
reg  [31:0] RAM [0:255];
wire [31:0] mem_in;
wire [31:0] one_bite_mem_zn;
wire [31:0] two_bite_mem_zn;
wire [31:0] one_bite_mem_bez;
wire [31:0] two_bite_mem_bez;
wire [31:0] one_bite_mem;
wire [31:0] two_bite_mem;
wire [31:0] full_bite_mem;
assign one_bite_mem = (memi[4]) ? one_bite_mem_bez : one_bite_mem_zn;
assign two_bite_mem = (memi[4]) ? two_bite_mem_bez : two_bite_mem_zn;
assign one_bite_mem_bez = {24'd0, data[7:0]};
assign one_bite_mem_zn = {{24 {data[7]}}, data[7:0]};
assign two_bite_mem_bez = {16'd0, data[15:0]};
assign two_bite_mem_zn = {{16{data[15]}}, data[15:0]};
assign full_bite_mem = data;
assign mem_in = (memi[3:2] == 2'd0) ? one_bite_mem:
  (memi[3:2] == 2'd1) ? two_bite_mem:
  (memi[3:2] == 2'd2) ? full_bite_mem: 32'd0;
always @(posedge clk) begin
  if (WrEn) begin
    if (memi[1]) RAM[upr_in[31:2]] <= mem_in;
  end
end
assign out = (memi[0]) ? RAM[upr_in[31:2]] : 0;
endmodule
### flow/config.mk
export PLATFORM = sky130hd
export DESIGN_NAME = data_mem
export DESIGN_NICKNAME = data_mem
export VERILOG_FILES = /design/flow/design.v
export SDC_FILE = /design/flow/constraint.sdc
export NUM_CORES = 4
export LEC_CHECK = 1
export CORE_UTILIZATION = 50
export SYNTH_MEMORY_MAX_BITS = 65536
### flow/constraint.sdc
current_design data_mem

set clk_period 41.9
set clk_io_pct 0.2

create_clock -name clk0 -period $clk_period [get_ports {clk}]

set non_clock_inputs [all_inputs -no_clocks]
set_input_delay [expr $clk_period * $clk_io_pct] -clock clk0 $non_clock_inputs
set_output_delay [expr $clk_period * $clk_io_pct] -clock clk0 [all_outputs]
==> summary.txt <==
run metrics: initial antenna violation count 31, maximum fanout along the worst path 50, largest net degree at the start of global routing 119, PostCTS Resize Cnt 0, Log Warnings 56, HPWL Detailed 482,000 um, Post-synth regs 8,192, placed insts 22,370, total number of vias 150,374, H-tree levels 6, grt total ovfl 0, Post-synth seq share 78.5%, CTS root buffer clkbuf_16, post-synthesis average cell area 22.2 um2, TritonCTS clock tree yes, Post-synth EDFFs 8,192, hold_ws 8060 ps, Min Clock Period, post-route 25,050 ps, max-slew violations 0, synthesized instance count 14,110, Yosys top cell by area edfxtp_1, CP required 33,520 ps, Final TNS setup 0 ps, unrepaired setup endpoints after global routing no, length of the first detailed-routing pass in iterations 5, CP Class in -> out, Max Cap Viol 0, Die Height 794 um, worst slew pin tran 1150 ps, fmax 39.9 MHz, Final Hold Vio Count 0, number of global-route vias before repair 169,326, Max-slew headroom 22.5%, Most used DFF post-synth edfxtp_1, I/O pins 103, DRC errors left 0, area grow syn2layout 12.9%, cell area after synthesis 313,000 um2, Cell Type Count 49, die width 794 um, max reg flops 8,192, ys async rst share 0%, Final Util 56.7%, Iter 0 DRT Violations 8,619, Power Dens Cells 47.5 nW/um2, FP Rows 290, yosys stat area 313,000 um2, Wirelength per Cell 35.7 um, Max rail drop VDD 0.0411 mV, FP Util 50.2%, Sink Count 8,192, most numerous logic cell after layout edfxtp_1, crit-path cells buf_16, buf_4, buf_4, buf_4, buf_4, buf_4, buf_4, buf_4, buf_4, mux4_2, mux2i_1, o2111ai_1, a31oi_1, nor3b_1, buf_4, clkdlybuf4s50_1, LEAKAGE 0.101 uW, Max stage delay on crit path 730 ps, type of origin of the critical path input pin, post-cts hold buffer count 0, final setup fails 0, final antenna-violating net count 0, die area 630,000 um2, outcome complete, no violations, critical path endpoint category output pin, crit path DAT 16,670 ps, Port Buffer Count 78, worst hold-check path type in -> reg, Yosys Warn Count 2, first-pass GRT wire length 1,200,000 um, clock buffer depth 4, ys cells 14,110, Core ar. 624,000 um2, Synth top area share 78.5%, most frequent CP cell buf_4, clock slew seen by the registers of the worst setup and hold paths 60 ps, cts bufs inserted 800, WL final 852,000 um, Final Cycle Share 59.8%, Placer Congestion 0.877, Setup Buffers After CTS 0, Max stage delay cell, worst path buf_4, most frequent cells in the layout edfxtp_1 (8,192), mux4_2 (1,791), clkbuf_16 (810), Avg Vias per Cell 6.31, GRT Resource Usage Total 30.8%, share of layout cells above drive strength 1 26.1%, top cells by area edfxtp_1 (79%), mux4_2 (13%), mux2i_1 (2.2%), Non-Filler Instances 23,845
synthesized netlist by cell type (all sizes together) (2+ instances only):
library cell and number:
and3b 2, clkbuf 465, a21oi 163, o21a 2, nand2 101, nor2b 140
nand4 126, nor4b 2, nor3 8, a22o 31, buf 398, a221oi 98
nor2 295, a211o 31, or2 2, a211oi 219, and2 46, o2111ai 124
mux2 98, mux2i 676, o211ai 32, o21ai 227, mux4 1791, a221o 32
a22oi 252, a21o 55, a31oi 63, nand3 387, nand2b 4, edfxtp 8192
nor3b 35
cell families after synthesis:
family | count (synthesis) | share of synthesized area, %
flops | 8192 | 78.5
xor+xnor | 1 | 0.00280
buf+inv | 864 | 1.25
mux | 2565 | 15.4
simple gates | 1151 | 1.84
compound gates | 1337 | 3.01
worst max-delay path: cells and delay by family:
| family | cells | cell delay, ps |
|---|---|---|
| AND-OR/OR-AND | 2 | 750 |
| buffers and inverters | 11 | 6060 |
| multiplexers | 2 | 1190 |
| AND/OR/NAND/NOR | 1 | 70 |
report_power, final:
part           internal (uW)  total (uW)  switching (uW)
Combinational            252         873             621
Sequential              9090        9090            2.11
Clock                   3830        6850            3020
Total                  13200       16800            3640
layer usage:
metal	GRT usage [%]	vias to the layer above	routed length, um
met1	33.3	74791	230000
met5	2.63	-	2190
li1	-	61681	-
met3	31.0	1664	196000
met4	10.4	63	39600
met2	41.6	12175	384000
final timing paths:
path  depth (start not counted)      start                    end  slack [ps]
max                          16  upr_in[2]                out[20]       16850
min                           2    data[6]  RAM[232][6]$_DFFE_PP_        8060
cell type report:
cell class,instances,area [um2]
diodes,17,42.5
clock buffers,983,20900
clock inverters,475,4020
fillers,43788,270000
inverters,1,3.75
multi-input cells,5054,65900
flip-flops and latches,8192,246000
well taps,8322,10400
repair buffers,801,6480
metrics by stage:
stage                     worst slack, ps  area, um2  total power (uW)
after floorplan                     22920     313000              9770
after global placement              16670     329000             10100
after detailed placement            16610     329000             10100
after CTS                           16600     354000             16900
after global routing                15930     354000             17300
final                               16850     354000             16800
Power and IR drop assume default switching activity.
